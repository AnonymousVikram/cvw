[/design/flow/config.mk]
export PLATFORM = sky130hd
export DESIGN_NAME = clmul
export DESIGN_NICKNAME = clmul
export VERILOG_FILES = /design/flow/design.v
export SDC_FILE = /design/flow/constraint.sdc
export NUM_CORES = 4
export LEC_CHECK = 1
export CORE_UTILIZATION = 50
[/design/flow/constraint.sdc]
current_design clmul

set clk_period 3.3
set clk_io_pct 0.2

create_clock -name clk0 -period $clk_period

set non_clock_inputs [all_inputs -no_clocks]
set_input_delay [expr $clk_period * $clk_io_pct] -clock clk0 $non_clock_inputs
set_output_delay [expr $clk_period * $clk_io_pct] -clock clk0 [all_outputs]
[/design/flow/design.v]
package cvw;
typedef struct packed {
  int           XLEN;      
  logic         IEEE754;   
  int           MISA;      
  int           AHBW;      
  int           RAM_LATENCY;  
  logic         BURST_EN;  
  logic         ZICSR_SUPPORTED;
  logic         ZIFENCEI_SUPPORTED;
  logic [11:0]  COUNTERS;
  logic         ZICNTR_SUPPORTED;
  logic         ZIHPM_SUPPORTED;
  logic         ZFH_SUPPORTED;
  logic         ZFA_SUPPORTED;
  logic         SSTC_SUPPORTED;
  logic         VIRTMEM_SUPPORTED;
  logic         SVPBMT_SUPPORTED;
  logic         SVNAPOT_SUPPORTED;
  logic         SVINVAL_SUPPORTED;
  logic         SVADU_SUPPORTED;
  logic         SV32_SUPPORTED;
  logic         SV39_SUPPORTED;
  logic         SV48_SUPPORTED;
  logic         SV57_SUPPORTED;
  logic         VECTORED_INTERRUPTS_SUPPORTED;
  logic         BIGENDIAN_SUPPORTED;
  logic         ZMMUL_SUPPORTED;
  logic         ZICBOM_SUPPORTED;
  logic         ZICBOZ_SUPPORTED;
  logic         ZICBOP_SUPPORTED;
  logic         ZICCLSM_SUPPORTED;
  logic         ZICOND_SUPPORTED;
  logic         ZAAMO_SUPPORTED;
  logic         ZALRSC_SUPPORTED;
  logic         BUS_SUPPORTED;
  logic         DCACHE_SUPPORTED;
  logic         ICACHE_SUPPORTED;
  int           ITLB_ENTRIES;
  int           DTLB_ENTRIES;
  int           DCACHE_NUMWAYS;
  int           DCACHE_WAYSIZEINBYTES;
  int           DCACHE_LINELENINBITS;
  int           ICACHE_NUMWAYS;
  int           ICACHE_WAYSIZEINBYTES;
  int           ICACHE_LINELENINBITS;
  int           CACHE_SRAMLEN;
  int           IDIV_BITSPERCYCLE;
  logic         IDIV_ON_FPU;
  int           PMP_ENTRIES;
  int           PMP_G;  
  logic [63:0]  RESET_VECTOR;
  int           WFI_TIMEOUT_BIT;
  logic         DTIM_SUPPORTED;
  logic [63:0]  DTIM_BASE;
  logic [63:0]  DTIM_RANGE;
  logic         IROM_SUPPORTED;
  logic [63:0]  IROM_BASE;
  logic [63:0]  IROM_RANGE;
  logic         BOOTROM_SUPPORTED;
  logic [63:0]  BOOTROM_BASE;
  logic [63:0]  BOOTROM_RANGE;
  logic         BOOTROM_PRELOAD;
  logic         UNCORE_RAM_SUPPORTED;
  logic [63:0]  UNCORE_RAM_BASE;
  logic [63:0]  UNCORE_RAM_RANGE;
  logic         UNCORE_RAM_PRELOAD;
  logic         EXT_MEM_SUPPORTED;
  logic [63:0]  EXT_MEM_BASE;
  logic [63:0]  EXT_MEM_RANGE;
  logic         CLINT_SUPPORTED;
  logic [63:0]  CLINT_BASE;
  logic [63:0]  CLINT_RANGE;
  logic         GPIO_SUPPORTED;
  logic [63:0]  GPIO_BASE;
  logic [63:0]  GPIO_RANGE;
  logic         UART_SUPPORTED;
  logic [63:0]  UART_BASE;
  logic [63:0]  UART_RANGE;
  logic         PLIC_SUPPORTED;
  logic [63:0]  PLIC_BASE;
  logic [63:0]  PLIC_RANGE;
  logic         SDC_SUPPORTED;
  logic [63:0]  SDC_BASE;
  logic [63:0]  SDC_RANGE;
  logic         SPI_SUPPORTED;
  logic [63:0]  SPI_BASE;
  logic [63:0]  SPI_RANGE;
  logic         GPIO_LOOPBACK_TEST;
  logic         SPI_LOOPBACK_TEST;
  int           UART_PRESCALE ;
  int           PLIC_NUM_SRC;
  logic         PLIC_NUM_SRC_LT_32;
  int           PLIC_GPIO_ID;
  int           PLIC_UART_ID;
  int           PLIC_SPI_ID;
  int           PLIC_SDC_ID;
  logic                BPRED_SUPPORTED;
  logic [31:0]         BPRED_TYPE;
  int                  BPRED_NUM_LHR;
  int                  BPRED_SIZE;
  int                  BTB_SIZE;
  int                  RAS_SIZE;
  logic                INSTR_CLASS_PRED;  
  int           RADIX;
  int           DIVCOPIES;
  logic         ZBA_SUPPORTED;
  logic         ZBB_SUPPORTED;
  logic         ZBC_SUPPORTED;
  logic         ZBS_SUPPORTED;
  logic         ZCA_SUPPORTED;
  logic         ZCB_SUPPORTED;
  logic         ZCD_SUPPORTED;
  logic         ZCF_SUPPORTED;
  logic         ZBKB_SUPPORTED;
  logic         ZBKC_SUPPORTED;
  logic         ZBKX_SUPPORTED;
  logic         ZKND_SUPPORTED;
  logic         ZKNE_SUPPORTED;
  logic         ZKNH_SUPPORTED;
  logic         ZKN_SUPPORTED;
  logic         USE_SRAM;
  logic [1:0] M_MODE ;
  logic [1:0] S_MODE ;
  logic [1:0] U_MODE ;
  int VPN_SEGMENT_BITS;
  int VPN_BITS;
  int PPN_BITS;
  int PA_BITS;
  int SVMODE_BITS;
  int ASID_BASE;
  int ASID_BITS;
  logic [3:0] NO_TRANSLATE;
  logic [3:0] SV32;
  logic [3:0] SV39;
  logic [3:0] SV48;
  logic [3:0] SV57;
  logic A_SUPPORTED;
  logic B_SUPPORTED;
  logic C_SUPPORTED;
  logic D_SUPPORTED;
  logic E_SUPPORTED;
  logic F_SUPPORTED;
  logic I_SUPPORTED;
  logic M_SUPPORTED;
  logic Q_SUPPORTED;
  logic S_SUPPORTED;
  logic U_SUPPORTED;
  logic H_SUPPORTED;
  int LOG_XLEN;
  int PMPCFG_ENTRIES;
  int         Q_LEN;
  int         Q_NE;
  int         Q_NF;
  int         Q_BIAS;
  logic [1:0] Q_FMT;
  int         D_LEN;
  int         D_NE;
  int         D_NF;
  int         D_BIAS;
  logic [1:0] D_FMT;
  int         S_LEN;
  int         S_NE;
  int         S_NF;
  int         S_BIAS;
  logic [1:0] S_FMT;
  int         H_LEN;
  int         H_NE;
  int         H_NF;
  int         H_BIAS;
  logic [1:0] H_FMT;
  int         FLEN;
  int         LOGFLEN;
  int         NE  ;
  int         NF  ;
  logic [1:0] FMT ;
  int         BIAS;
  int         FPSIZES;
  int         FMTBITS;
  int         LEN1 ;
  int         NE1  ;
  int         NF1  ;
  logic [1:0] FMT1 ;
  int         BIAS1;
  int         LEN2 ;
  int         NE2  ;
  int         NF2  ;
  logic [1:0] FMT2 ;
  int         BIAS2;
  int CVTLEN;
  int LLEN;
  int LOGCVTLEN;
  int NORMSHIFTSZ;
  int LOGNORMSHIFTSZ;
  int FMALEN;
  int LOGR       ;
  int RK         ;
  int FPDUR      ;
  int DURLEN     ;
  int DIVb       ;
  int DIVBLEN    ;
  int INTDIVb    ;
} cvw_t;
endpackage
module clmul #(parameter WIDTH=32) (
  input  logic [WIDTH-1:0] X, Y,              
  output logic [WIDTH-1:0] ClmulResult);      
  logic [(WIDTH*WIDTH)-1:0] S;                
  integer i,j;
  always_comb begin
    for (i=0;i<WIDTH;i++) begin: outer
      S[WIDTH*i] = X[0] & Y[i];
      for (j=1;j<=i;j++) begin: inner
        S[WIDTH*i+j] = (X[j] & Y[i-j]) ^ S[WIDTH*i+j-1];
      end
      ClmulResult[i] = S[WIDTH*i+j-1];
    end
  end
endmodule
[/design/flow/run.sh]
#!/bin/bash
# OpenROAD 26Q1-2900-gdf79404cd8, Yosys 0.63+post, stock flow scripts
make -C /OpenROAD-flow-scripts/flow DESIGN_CONFIG=/design/flow/config.mk WORK_HOME=/design/flow/orfs finish
==> GITHUB_STEP_SUMMARY <==
## Synthesis and layout report

| Metric | Value |
|---|---|
| Status | `finished with violations` |
| Failing checks | `setup timing` |
| Yosys cell count | `1124` |
| Worst Slack Setup Final | `-0.00607 ns` |
| Congestion Overflow GR | `0` |
| Netlist cell types | `9` |
| Initial drt markers | `1514` |
| CP Launch Point | `Y[3]` |
| CP arrival | `2.65 ns` |
| Hold Crit Depth | `8` |
| Ant diodes | `0` |
| Max-cap check violation count | `0` |
| # DRC | `0` |
| Synth top area cells | `xnor2_1, nand2_1, xor2_1` |
| Log Warnings | `32` |
| Register share after synthesis | `0` |
| Final setup violation count | `1` |
| Yosys warning count | `1` |
| DR WL met3 | `6.81 mm` |
| Met2 WL | `14.6 mm` |
| Drt wl/cell | `25.3 microns` |
| Horiz. Die Dim | `121 microns` |
| Core Box Area | `13500 sq um` |
| Static Leakage | `4.91 nW` |
| Fp_density | `0.523` |
| Total Wirelength | `38.5 mm` |
| I/O Buffers | `96` |
| Slew Limit Headroom | `0.773` |
| Synth area leader | `xnor2_1` |
| Nature of the critical path endpoint | `output pin` |
| Mapped Area | `7030 sq um` |
| M1 WL | `12.6 mm` |
| Cycle use final | `1.00` |
| Vias in the first global route | `8677` |
| CP required | `2.64 ns` |
| Crit Path Class | `primary input to output pin` |
| Power density over cell area | `290 nW/um^2` |
| DP HPWL | `17.2 mm` |
| Vias per cell | `6.06` |
| Mean Syn Cell Area | `6.25 sq um` |
| Number of antenna violations at the first check in global routing | `1` |
| Post-route ant nets | `0` |
| DR top layer | `met5` |
| Chip area | `14500 sq um` |
| Cells after synthesis | `1124` |
| # clk buffers | `0` |
| Core Rows | `42` |
| Ports | `96` |
| Hold Violations, Final | `0` |
| Hold Crit Class | `primary input to output pin` |
| Layout Cells excl Fill | `1526` |
| Nature of the critical path startpoint | `primary input` |
| Hold Slack | `2.24 ns` |
| Peak supply drop | `0.243 mV` |
| Register Area | `0 sq um` |
| Hold path start | `Y[7]` |
| First-pass GRT wire length | `53.4 mm` |
| P&R area growth vs syn | `57.6%` |
| Placed cells | `1436` |
| Yosys stat area | `7030 sq um` |
| Largest net degree at the start of global routing | `16` |
| Flop count | `0` |
| Die Ht | `121 microns` |
| Post-CTS Hold Buffers | `0` |
| GRT Total Usage | `0.508` |
| CP Max Fanout | `11` |
| DRT Pass-1 Iters | `23` |
| GPL Wtd Cong | `0.941` |
| Fmax | `0.302 GHz` |
| Top area contributor share | `0.473` |
| Least-Margin Pin Slew | `0.340 ns` |
| Fraction of layout cells with a size suffix above 1 | `0.230` |
| Final Max Slew Viols | `0` |
| Final worst path period need | `3.31 ns` |
| Vias after detailed routing | `9240` |
-- cells by family after synthesis --
family	share of synthesized area
and+or+nand+nor	0.282
xor gates and xnor gates	0.619
buffers and inverters	0.0988
-- path summary, 6_finish.rpt --
check,to,slack (ns)
worst min-delay path,ClmulResult[22],2.24
worst max-delay path,ClmulResult[29],-0.006
-- what timing repair did --
| item | 4_1_cts | 5_1_grt |
|---|---|---|
| setup buffers | 47 | 6 |
| setup endpoints to repair | 30 | 22 |
| gates resized | 130 | 109 |
| cloned | 36 | 1 |
| endpoints found under the hold margin | 0 | 0 |
| pin swaps | 74 | 90 |
-- metrics by stage --
| step | TNS [ns] | utilization | total power, W | worst slack, ns | area (sq um) |
|---|---|---|---|---|---|
| floorplan | 0 | - | 0.00164 | 0.923 | 7030 |
| global placement | -4.67 | 0.687 | 0.00282 | -0.265 | 9240 |
| detailed placement | -4.83 | 0.687 | 0.00282 | -0.268 | 9240 |
| CTS | 0 | 0.816 | 0.00308 | 0.000431 | 11000 |
| global route | -0.0295 | 0.824 | 0.00335 | -0.00957 | 11100 |
| finish | -0.00607 | 0.824 | 0.00322 | -0.00607 | 11100 |
-- cell usage in the layout, fill, tap and decap left out --
cell and n:
xnor2_1 349, buf_6 16, nand2_2 4, xor2_2 4, buf_16 8, dlymetal6s2s_1 8
xor2_1 111, buf_4 111, and2_1 1, buf_2 16, xnor2_2 32, clkbuf_2 21
nand2_1 523, clkdlybuf4s15_2 5, dlygate4sd2_1 17, buf_12 65, clkdlybuf4s50_1 28, bufbuf_16 28
clkdlybuf4s15_1 2, buf_8 1
-- layer usage --
layer	vias to the layer above	global-route usage
met5	-	0.0294
met4	2	0.363
met3	442	0.263
met2	973	0.716
met1	4065	0.583
li1	3758	-
-- cell usage after synthesis (all sizes together) --
library cell / instances
xor2: 115
buf: 99
clkbuf: 1
and2: 1
nand2: 527
xnor2: 381
-- where the power goes --
part | internal [W] | switching, W
sequential | 0 | 0
combinational | 0.00186 | 0.00136
clock | 0 | 0
-- worst max-delay path, stage by stage --
cell,delay (ns)
dlygate4sd2_1,0.27
buf_12,0.19
nand2_1,0.09
xnor2_1,0.16
xnor2_1,0.30
xnor2_1,0.18
xnor2_1,0.16
xnor2_1,0.14
clkdlybuf4s50_1,0.48
-- final cells by class --
| type | count | area, sq um |
|---|---|---|
| multi-input combinational | 1024 | 6610 |
| timing repair buffer | 326 | 4250 |
| fill | 750 | 2370 |
| tap | 176 | 220 |
Power figures rest on the tool's default switching activity, not on a simulated workload.
